**/design/flow/design.v**
```verilog
parameter divide_by=100000000;   
parameter NBITS_INSTR = 32;
parameter NBITS_TOP = 8, NREGS_TOP = 32, NBITS_LCD = 64;
module top(input  logic clk_2,
           input  logic [NBITS_TOP-1:0] SWI,
           output logic [NBITS_TOP-1:0] LED,
           output logic [NBITS_TOP-1:0] SEG,
           output logic [NBITS_LCD-1:0] lcd_a, lcd_b,
           output logic [NBITS_INSTR-1:0] lcd_instruction,
           output logic [NBITS_TOP-1:0] lcd_registrador [0:NREGS_TOP-1],
           output logic [NBITS_TOP-1:0] lcd_pc, lcd_SrcA, lcd_SrcB,
             lcd_ALUResult, lcd_Result, lcd_WriteData, lcd_ReadData, 
           output logic lcd_MemWrite, lcd_Branch, lcd_MemtoReg, lcd_RegWrite);
  always_comb begin
    lcd_WriteData <= SWI;
    lcd_pc <= 'h12;
    lcd_instruction <= 'h34567890;
    lcd_SrcA <= 'hab;
    lcd_SrcB <= 'hcd;
    lcd_ALUResult <= 'hef;
    lcd_Result <= 'h11;
    lcd_ReadData <= 'h33;
    lcd_MemWrite <= SWI[0];
    lcd_Branch <= SWI[1];
    lcd_MemtoReg <= SWI[2];
    lcd_RegWrite <= SWI[3];
    for(int i=0; i<NREGS_TOP; i++)
       if(i != NREGS_TOP/2-1) lcd_registrador[i] <= i+i*16;
       else                   lcd_registrador[i] <= ~SWI;
    lcd_a <= {56'h1234567890ABCD, SWI};
    lcd_b <= {SWI, 56'hFEDCBA09876543};
  end
	logic cofre;
	logic relogio;
	logic gerente;
	logic alarme;
  always_comb begin
  	cofre <= SWI[0];
  	relogio <= SWI[1];
  	gerente <= SWI[2];
  end
  always_comb 
  	alarme <= cofre & (~relogio | gerente);
  always_comb
  	LED[1] <= alarme;
  logic t1;
  logic t2;
  logic a;
  logic r;
  logic i;
  always_comb begin
  	t1 <= SWI[7];
  	t2 <= SWI[6];
	end
	always_comb begin
		if (t1)
			if (t2) begin
				a <= 0;
				r <= 1;
				i <= 0;
			end
			else begin
				a <= 0;
				r <= 0;
				i <= 0;
				end
		else
			if (t2) begin
				a <= 0;
				r <= 0;
				i <= 1;
				end
			else begin
				a <= 1;
				r <= 0;
				i <= 0;
				end
	end
	always_comb begin
		LED[7] <= a;
		LED[6] <= r;
		SEG[7] <= i;
	end
endmodule
```
**/design/flow/run.sh**
```bash
#!/bin/bash
# OpenROAD 26Q1-2900-gdf79404cd8, Yosys 0.63+post, stock flow scripts
make -C /OpenROAD-flow-scripts/flow DESIGN_CONFIG=/design/flow/config.mk WORK_HOME=/design/flow/orfs finish
```
**/design/flow/config.mk**
```make
export PLATFORM = sky130hd
export DESIGN_NAME = top
export DESIGN_NICKNAME = top
export VERILOG_FILES = /design/flow/design.v
export SDC_FILE = /design/flow/constraint.sdc
export NUM_CORES = 4
export LEC_CHECK = 1
export CORE_AREA = 10 10 198 198
export DIE_AREA = 0 0 208 208
export SYNTH_HDL_FRONTEND = slang
```
**/design/flow/constraint.sdc**
```tcl
current_design top

set clk_period 1.0
set clk_io_pct 0.2

create_clock -name clk0 -period $clk_period

set non_clock_inputs [all_inputs -no_clocks]
set_input_delay [expr $clk_period * $clk_io_pct] -clock clk0 $non_clock_inputs
set_output_delay [expr $clk_period * $clk_io_pct] -clock clk0 [all_outputs]
```
==> impl_metrics.tcl <==
# collected from the flow reports
set metrics [dict create \
    route.met2.wl_um 4590 \
    cp_slowest_cell "clkdlybuf4s50_1" \
    finalInstanceArea_um2 2840 \
    critPathBufInv 2 \
    p_leak_nw 1.82 \
    grt_usage_pct 2.75 \
    place_ws_ns -0.638 \
    dpl.hpwl_um 7590 \
    ir_drop_mv 0.0619 \
    hold_violations 0 \
    cap_violations 0 \
    grt-ovfl-total 0 \
    pwr_density_cell_nw_per_um2 117 \
    end_kind "primary output" \
    syn_inst 498 \
    ant_nets 0 \
    die-area_um2 43300 \
    clockBufferCount 0 \
    final_layout_size_suffix_gt1_share_pct 5.35 \
    setup_tns_ns 0 \
    syn_avg_cell_area_um2 7.41 \
    ios 501 \
    worstSetupPathType "input port to primary output" \
    hold_buffers 0 \
    vias_per_cell 1.44 \
    dr_wl_met3_um 946 \
    openroad.warnings 33 \
    yosys.cell_types.count 7 \
    first_iter_violations 13 \
    crit_arrival_ns 0.78 \
    finalSetupViolations 0 \
    synth_area_um2 3690 \
    start_kind "input port" \
    gp_congestion 0.749 \
    wirelength_um 7680 \
    hp-class "input port to primary output" \
    fin_crit_ns 0.976 \
    die_w_um 208 \
    drc 0 \
    cp_slowest_stage_delay_ns 0.47 \
    status "completed" \
    dr.pass1.iters 6 \
    power_mw 0.333 \
    flops 0 \
    top_cell_area_share_pct 98.5 \
    ys_warn_count 12 \
    cp.required_ns 0.80 \
    initCoreUtil_pct 10.6 \
    seqCellArea_um2 0 \
    grt_pass1_wl_um 10300 \
    synthToLayoutAreaGrowth_pct -23.1 \
    vias 1413 \
    postPlaceCellArea_um2 2840 \
    worstPathCellList "buf_2 > clkdlybuf4s50_1" \
    ys_seq_share_pct 0 \
    setup_ws_ns 0.0241 \
    fp-row-count 68 \
    yosysChipArea_um2 3690 \
    finalClockPeriodUsage_pct 97.6 \
    wire_per_inst_um 7.85 \
    n_antenna_cell 0 \
    top_cells_by_area "buf_4, inv_1, conb_1, nor2_1, nor2_2" \
    synth_stat.cells 498 \
    portBuffers 48 \
    grt_start_max_net_pins 6 \
    wl_met1_um 2070 \
    cp_max_fo 4 \
    top_layer "met4" \
    grt_pass1_vias 1878 \
    coreArea_um2 34700 \
    grt_setup_unrepaired "no" \
    top_area_cell "buf_4" \
    max_freq_mhz 1020 \
    grt_antenna_before_repair 0 \
    die_y_um 208 \
    worst_path_dominant_cell_family "buffers and inverters" \
    finalMaxSlewViolations 0 \
]
## per-stage QoR
| stage | util (%) | std cells | hold WS [ns] |
|---|---|---|---|
| 6_report | 8.18 | 978 | 0.605 |
| 3_3_place_gp | 8.18 | 973 | 1.28 |
| 4_1_cts | 8.16 | 978 | 0.714 |
| 5_1_grt | 8.18 | 978 | 0.630 |
| 2_1_floorplan | - | 948 | 0.409 |
| 3_5_place_dp | 8.18 | 973 | 1.28 |
## synth_stat cells
master / count
nor2_2: 1
buf_4: 484
inv_1: 7
inv_2: 1
a21oi_1: 1
conb_1: 2
nor2_1: 2
## kinds of logic (layout without fill, tap and decap cells)
logic type | count (synthesis) | in the layout | share of synthesized area [%]
simple gates | 3 | 3 | 0.373
other cells | 2 | 452 | 0.204
buf+inv | 492 | 67 | 99.3
compound gates | 1 | 1 | 0.136
## repair_timing
action	in CTS	in global routing
setup endpoints to repair	40	3
setup buffers	5	0
pin swaps	0	0
gates resized	79	3
## per-layer routing
layer / vias up / global-route usage [%]
li1: 599 / -
met1: 601 / 2.08
met2: 205 / 5.98
met3: 8 / 1.31
met4: 0 / 0.299
met5: - / 0
## layout by cell type, fill, tap and decap left out, drive strengths merged
master           n
clkdlybuf4s15    3
buf             20
dlygate4sd2     27
conb           452
dlymetal6s2s     2
inv              8
a21oi            1
nor2             3
clkdlybuf4s50    7
## where the power goes
group | internal, mW | switching, mW | leakage (nW) | total [mW]
combinational | 0.144 | 0.189 | 1.82 | 0.333
clock | 0 | 0 | 0 | 0
sequential | 0 | 0 | 0 | 0
total | 0.144 | 0.189 | 1.82 | 0.333
## final cells by class
type / instances / area (um2)
repair buffers: 59 / 520
fillers: 4044 / 31900
multi-input cells: 456 / 1720
well taps: 455 / 569
inverters: 8 / 30.0
## worst paths after layout
check	from	endpoint	slack, ns	depth (start not counted)
max	SWI[5]	lcd_a[5]	0.02	2
min	SWI[5]	lcd_b[61]	0.60	2
Power is estimated from default activity; no workload was simulated.
